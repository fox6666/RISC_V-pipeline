[./run.sh]
#!/bin/bash
# OpenROAD 26Q1-2900-gdf79404cd8, Yosys 0.63+post, stock flow scripts
make -C /OpenROAD-flow-scripts/flow DESIGN_CONFIG=/design/flow/config.mk WORK_HOME=/design/flow/orfs finish
[./config.mk]
export PLATFORM = sky130hd
export DESIGN_NAME = regfile
export DESIGN_NICKNAME = regfile
export VERILOG_FILES = /design/flow/design.v
export SDC_FILE = /design/flow/constraint.sdc
export NUM_CORES = 4
export LEC_CHECK = 1
export CORE_UTILIZATION = 50
[./constraint.sdc]
current_design regfile

set clk_period 7.0
set clk_io_pct 0.2

create_clock -name clk0 -period $clk_period [get_ports {clk}]

set non_clock_inputs [all_inputs -no_clocks]
set_input_delay [expr $clk_period * $clk_io_pct] -clock clk0 $non_clock_inputs
set_output_delay [expr $clk_period * $clk_io_pct] -clock clk0 [all_outputs]
[./design.v]
`timescale 1ns / 1ps
`timescale 1ns / 1ps
module regfile(
    input wire        clk,
    input wire        rst,
    input wire        re1_i,
    input wire [4:0]  raddr1_i,
    output reg [31:0] rdata1_o,
    input wire        re2_i,
    input wire [4:0]  raddr2_i,
    output reg [31:0] rdata2_o,
    input wire        we_i,
    input wire [4:0]  waddr_i,
    input wire [31:0] wdata_i
    );
    reg [31:0] regs[32-1:0];  
    integer i;
    initial begin
        for(i = 0; i < 32; i = i+1)
            regs[i] = 0;
    end
    always @(posedge clk) begin
        if(rst == 1'b0) begin
            if((we_i == 1'b1) && (waddr_i != 5'b00000))  
                regs[waddr_i] <= wdata_i;
        end
    end
    always @ (*) begin
        if(rst == 1'b1) 
            rdata1_o <= 32'h00000000;
        else if(raddr1_i == 5'b00000)
            rdata1_o <= 32'h00000000;
        else if((raddr1_i == waddr_i) && (we_i == 1'b1) && (re1_i == 1'b1))
            rdata1_o <= wdata_i;
        else if(re1_i == 1'b1)
            rdata1_o <= regs[raddr1_i];
        else
            rdata1_o <= 32'h00000000;
    end
    always @ (*) begin
        if(rst == 1'b1)
            rdata2_o <= 32'h00000000;
        else if(raddr2_i == 5'b00000)
            rdata2_o <= 32'h00000000;
        else if((raddr2_i == waddr_i) && (re2_i == 1'b1) && (we_i == 1'b1))
            rdata2_o <= wdata_i;
        else if(re2_i == 1'b1)
            rdata2_o <= regs[raddr2_i];
        else 
            rdata2_o <= 32'h00000000;
    end
endmodule
==> reports/summary.txt <==
Layout cell share with drive strength beyond 1: 30.85%
# Cells Yosys: 2,365
Vias: 27,270
Crit share post-route: 88.99%
Largest Register: regs
# Max-Cap Violations: 0
Min-delay src: wdata_i[28]
Clk slew on worst S/H paths: 60 ps
Total Neg Setup Slack: 0 ps
Crit path to: rdata2_o[3]
H-tree levels: 3
P_leak: 17.18 nW
Worst VDD drop: 0.0002139 V
WP data arrival: 4830 ps
Clock power frac: 39.7%
Slew Limit Headroom: 33.29%
Max-slew violation count: 0
Initial antenna violation count: 9
Status: completed
Switch share: 22.32%
PortBufs: 115
Synth Instances: 2,365
Biggest regs: regs x1024
Die ar.: 95,890 um2
Net Switching: 2.956 mW
Multi-input combinational cell area: 16,080 um2
Most frequent logic cells in the routed design: edfxtp_1, mux4_2, buf_4, mux2i_1, clkbuf_16
Max Buffers Root-to-Sink: 3
Number of global-route vias before repair: 30,600
Total congestion overflow: 0
Max FFs per register: 1,024
Detail-routed via count per cell: 6.977
Dominant logic cell type in the layout: edfxtp_1
Seq cells post-synth: 1,024
Dominant cell area share: 64.97%
Antenna Nets Post-Route: 0
Yosys warns: 1
Combinational Power Share: 8.7%
Avg Cell Area, Syn: 20.01 um2
Type of element launching the critical path: primary input
Synthesized area: 47,330 um2
CTS Buf Count: 108
Initial Util: 50.56%
Crit path DRT: 5600 ps
Post-synth area hogs: edfxtp_1, mux4_2, mux2i_1
HP Class: primary input to flop
Post-synthesis sequential area ratio: 64.97%
Register area: 30,750 um2
Final setup fails: 0
Post-CTS setup buffers: 0
Global-route wire length before repair: 210.6 mm
Die Span X: 309.7 um
Max FO, Critical Path: 18
DP HPWL: 85.61 mm
Die extent in y: 309.7 um
Area Overhead vs Synth: 14.16%
TritonCTS clock tree: done
Tool warning count: 26
Final Critical Period: 6229 ps
Least-Margin Pin Slew: 1001 ps
Residual DRC: 0
RSZ-0062 raised after global routing: false
Yosys stat area: 47,330 um2
Wirelength per Cell: 37.67 um
Setup crit end kind: output port
Root buffer cell: clkbuf_16
GRT Util Overall: 35.63%
Pwr/cell area: 245.1 nW/um2
FMAX: 160.5 MHz
Pin count of the biggest net entering global routing: 75
Final tally of hold violations: 0
Flop pwr share: 51.6%
Top-Level Pins: 116
Iteration-0 DRC Markers: 2,028
Critical path origin: raddr2_i[4]
Drt first pass iters: 6
Internal Power: 10.29 mW
Fillcell total: 6,803
Area leader, netlist: edfxtp_1
Placer congestion estimate: 0.9129
Core footprint: 93,610 um2
CP Class: primary input to output port
Post-Route WL: 147.2 mm
Area post-placement: 50,850 um2
Clk sinks: 1,024
Synth unique cells: 38
Cell area after layout: 54,030 um2
# hold bufs at CTS: 0
Row count: 112
PostCTS Resize Cnt: 0
## area by class of cell
type                            instances  share of cell area (%)
Clock buffer                          143                   5.363
Inverter                                4                 0.02779
Tap cell                             1254                   2.904
Timing Repair Buffer                  263                   4.502
Multi-Input combinational cell       1168                   29.76
Sequential cell                      1024                   56.91
Antenna cell                            7                 0.03242
Clock inverter                         46                  0.5025
## per-layer routing
metal,vias up,GRT usage (%),part of all wire (%)
met5,-,8.190,0.56
met4,27,9.245,3.7
met3,328,31.50,21
met2,2407,46.52,44
met1,13670,46.00,31
li1,10840,-,-
## kinds of logic (layout without fill, tap and decap cells)
logic type      after synthesis  after routing  share of synthesized area (%)
other cells                   1             39                       0.007923
simple gates                164            164                          1.750
mux                         608            608                          25.65
buf+inv                     204            456                          2.009
flops                      1024           1024                          64.97
xor+xnor                     10             10                         0.1850
compound gates              354            354                          5.425
## worst max-delay path, cell delays in order
cell and delay, ps:
clkdlybuf4s50_1 610, o41ai_1 590, or2_1 840, nor2_2 30
buf_4 300, a221o_1 550, clkdlybuf4s50_1 500
## cell usage after synthesis, drive strengths merged
library cell / count
nand2b: 4
and3: 1
o221ai: 60
o21ai: 1
edfxtp: 1024
a211o: 46
o2111ai: 1
nor2b: 37
o41ai: 1
o311a: 1
and2: 3
nor2: 51
buf: 93
or2: 4
or3: 1
nand2: 10
nor4: 14
mux4: 484
o22ai: 90
clkinv: 1
mux2i: 124
nand3: 5
a21oi: 64
conb: 1
a221o: 18
nand4: 1
a22oi: 64
inv: 3
xnor2: 10
nor3b: 1
o311ai: 2
nor3: 32
a211oi: 6
clkbuf: 107
## through the flow
stage	total power, mW	util [%]	hold slack (ps)	cells	setup slack [ps]
6_report	13.24	57.72	1545	3909	770.7
2_1_floorplan	7.613	-	1499	2396	2263
4_1_cts	13.31	57.70	1514	3902	934.4
5_1_grt	13.62	57.72	1558	3908	698.9
3_5_place_dp	8.093	54.32	2235	3713	939.9
3_3_place_gp	8.084	54.32	2193	3713	917.3
## worst min path at each step
stage / end / slack, ps / cells past startpoint
CTS: regs[31][28] / 1510 / 2
global route: regs[21][28] / 1560 / 2
finish: regs[4][28] / 1550 / 2
## power groups by stage
stage | Sequential [mW] | Combinational (mW) | Clock, mW
final | 6.83 | 1.15 | 5.26
after global routing | 6.83 | 1.22 | 5.57
after CTS | 6.83 | 1.14 | 5.34
Power is estimated from default activity; no workload was simulated.
