### flow/config.mk
export PLATFORM = sky130hd
export DESIGN_NAME = insrt_rom
export DESIGN_NICKNAME = insrt_rom
export VERILOG_FILES = /design/flow/design.v
export SDC_FILE = /design/flow/constraint.sdc
export NUM_CORES = 4
export LEC_CHECK = 1
export CORE_AREA = 10 10 91 91
export DIE_AREA = 0 0 101 101
### flow/design.v
`timescale 1ns / 1ps
`timescale 1ns / 1ps
module insrt_rom(
    input  wire [12+1:0]  addr,    
    input  wire                  ce,
    output reg  [31:0]      instr_o
    );
    localparam INSTR_CNT = 12'd42;
    wire [0:INSTR_CNT-1][31:0] instr_rom_cell = {
        32'hffe18113,     
        32'hfff18a13,     
        32'h00318a93,     
        32'hfff12213,     
        32'h01412b33,     
        32'h00218113,     
        32'h00313293,     
        32'h01513bb3,     
        32'h00718113,     
        32'h00514313,     
        32'h00518393,     
        32'h0023c433,     
        32'h00516493,     
        32'h00716533,     
        32'h00517593,     
        32'h02218613,     
        32'h00211693,     
        32'h00c11733,     
        32'h00215693,     
        32'h00c15733,     
        32'hffc18113,     
        32'h40215693,     
        32'h40c15733,     
        32'h00518293,     
        32'h00618313,     
        32'h00629263,     
        32'h00418113,     
        32'h10118793,     
        32'h00f10623,     
        32'h00f11823,     
        32'h008003ef,     
        32'h00018293,     
        32'h00c10803,     
        32'h00c14883,     
        32'h01011903,     
        32'h01015983,     
        32'h00018293,     
        32'h0a028367,     
        32'h00018293,     
        32'h00118293,     
        32'h00218293,     
        32'h00008297      
    };
    wire [11:0] instr_index;
    assign instr_index = addr[12+1:2];
    assign instr_o = (instr_index >= INSTR_CNT) ? 0 : instr_rom_cell[instr_index];
endmodule
### flow/constraint.sdc
current_design insrt_rom

set clk_period 8.2
set clk_io_pct 0.2

create_clock -name clk0 -period $clk_period

set non_clock_inputs [all_inputs -no_clocks]
set_input_delay [expr $clk_period * $clk_io_pct] -clock clk0 $non_clock_inputs
set_output_delay [expr $clk_period * $clk_io_pct] -clock clk0 [all_outputs]
### flow/run.sh
#!/bin/bash
# OpenROAD 26Q1-2900-gdf79404cd8, Yosys 0.63+post, stock flow scripts
make -C /OpenROAD-flow-scripts/flow DESIGN_CONFIG=/design/flow/config.mk WORK_HOME=/design/flow/orfs finish
==> reports/qor.txt <==
Outcome: finished, final reports clean
Vias in the first global route: 2,258
Syn. warnings: 1
Mapped Area: 1906 µm²
Critical path fanouts, max: 20
RSZ-0062 raised after global routing: false
Commonest Layout Cell: clkdlybuf4s50_1
Worst Min Path Start: addr[10]
Post-Route Setup TNS: 0 ns
Power Dens Cells: 61.07 nW/µm²
Avg Cell Area, Syn: 5.881 µm²
Critical Path End Type: output port
Worst Path Arrival: 5.22 ns
Syn Inst Count: 324
Die width: 101 µm
YS chip area: 1906 µm²
Post-synth seq share: 0%
Crit Path Category: in -> out
Layout cells sized above 1: 6.845%
Top sig layer: met4
Core area: 6350 µm²
FF+latch count: 0
Hold Vio Cnt, Final: 0
Top Layout Cells: clkdlybuf4s50_1, nand2_1, a21oi_1
P_leak: 0.0007353 µW
Placement Rows: 29
Post-CTS setup buffers: 0
Distinct cells, synth: 63
Combinational share of power: 100.0%
Clock Buffer Count: 0
Log Warnings: 35
Via count: 2,509
FF+latch area: 0 µm²
Number of inserted diodes: 0
Die Span Y: 101 µm
CTS Hold Bufs: 0
DIE AREA: 10,200 µm²
First-pass DRT Iterations: 5
WHS Endpoint: instr_o[6]
Post-cts sizing count: 0
Met3 wire len: 708 µm
Hold Crit Depth: 5
First-pass GRT wire length: 12,150 µm
Tcrit/Tclk final: 83.60%
CP startpoint kind: input port
Least-Margin Pin Slew: 0.7992 ns
NetSw: 90.32 µW
Gr usage total: 14.31%
Shortest period the worst path allows: 6.855 ns
Peak Freq: 145.9 MHz
Largest net degree at the start of global routing: 39
Worst slew margin: 46.54%
Power consumption: 139.1 µW
Met1 WL: 3380 µm
Worst IR Drop VDD: 0.03131 mV
Final Slew Violations: 0
Placer Congestion: 0.9907
Internal: 48.75 µW
Post-route DRC: 0
Hold Path Class: in -> out
Initial drt markers: 313
Number of fill cells: 699
Sequential power share: 0%
Final setup margin: 1.345 ns
Yosys cell count: 324
Initial antenna violation count: 0
Placed cells: 413
DP HPWL: 5648 µm
Vias per cell: 6.075
Init Core Util: 30.01%
P&R area growth vs syn: 19.50%
Final WL: 7642 µm
IO buf count: 42
Crit path DRT: 6.56 ns
Met2 Routed Length: 3418 µm
Net Sw Frac: 64.95%
Antenna Nets Post-Route: 0
Clock network power share: 0%
Global route overflow: 0
Final setup violation count: 0
Total of max-cap violations: 0
Wire per inst: 18.50 µm
Non-filler cells, final: 413
Top Ports: 47
Pre-CTS setup slack: 1.411 ns
-- per-layer routing --
layer | vias to the layer above | GRT usage [%]
met5 | - | 0
met3 | 12 | 2.426
li1 | 1224 | -
met4 | 0 | 2.465
met2 | 131 | 21.62
met1 | 1142 | 20.90
-- logic make-up after synthesis --
logic type      after synthesis  synth area share (%)
simple gates                134                 36.05
compound gates              126                 41.56
buf+inv                      45                 13.00
xor+xnor                     13                 6.370
fa+ha+maj                     3                 1.707
mux                           2                 1.116
other cells                   1                0.1968
-- area by class of cell --
| class | count | area (µm²) | share of cell area [%] |
|---|---|---|---|
| Inverter | 5 | 23.77 | 1.044 |
| Multi-Input combinational cell | 280 | 1669 | 73.30 |
| Tap cell | 77 | 96.34 | 4.231 |
| Timing Repair Buffer | 51 | 488.0 | 21.43 |
-- worst max-delay path, cell delays in order --
cell	delay (ns)
clkdlybuf4s50_1	0.69
inv_1	0.09
ha_1	0.47
xnor2_2	0.60
buf_4	0.34
nand2_2	0.19
o22a_1	0.24
o22ai_1	0.15
nand3_1	0.11
a21oi_1	0.20
clkdlybuf4s50_1	0.49
-- power groups by stage --
| stage | Combinational (µW) | Sequential (µW) | Clock (µW) |
|---|---|---|---|
| after CTS | 136 | 0 | 0 |
| after global routing | 153 | 0 | 0 |
| final | 139 | 0 | 0 |
-- synth_stat cells, types with 3 or more instances --
library cell | n | area [µm²]
and2_1 | 5 | 31.28
nand3b_1 | 3 | 22.52
buf_6 | 3 | 33.78
o22ai_1 | 8 | 50.05
or3_1 | 4 | 25.02
xor2_1 | 3 | 26.28
o21a_1 | 3 | 22.52
o2111ai_1 | 4 | 35.03
nand2_1 | 37 | 138.9
nand4_1 | 3 | 18.77
a211oi_1 | 4 | 30.03
clkbuf_1 | 6 | 22.52
a31oi_1 | 10 | 62.56
buf_2 | 17 | 85.08
a21oi_1 | 34 | 170.2
a221oi_1 | 5 | 43.79
inv_1 | 3 | 11.26
xnor2_1 | 9 | 78.83
and3_1 | 6 | 37.54
nor2b_1 | 9 | 56.30
buf_4 | 8 | 60.06
nor3_1 | 16 | 80.08
o31ai_1 | 3 | 22.52
o21ai_0 | 33 | 165.2
nand2b_1 | 7 | 43.79
nor2_1 | 29 | 108.9
buf_1 | 6 | 22.52
nand3_1 | 3 | 15.01
-- worst max path at each step --
stage            endpoint  cells after the start     from
finish        instr_o[20]                     11  addr[4]
global route   instr_o[8]                     10  addr[4]
CTS           instr_o[20]                     11  addr[4]
-- metrics by stage --
step	hold slack [ns]	area, µm²	utilization, %
detailed placement	4.544	2277	35.86
finish	4.521	2277	35.86
global route	4.600	2277	35.86
floorplan	3.449	1909	-
CTS	4.547	2277	35.86
global placement	4.544	2277	35.86
Power and IR drop assume default switching activity.
